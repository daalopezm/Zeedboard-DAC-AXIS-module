## flow/design.v

```verilog
`timescale 1ns / 1ps
module axis_max5316#(
    parameter integer C_AXIS_TDATA_WIDTH	= 16
)
(
    input clk,             
    input resetn,             
    input [C_AXIS_TDATA_WIDTH-1:0] tdata,    
    input tvalid,          
    input tlast,              
    input [(C_AXIS_TDATA_WIDTH/8)-1:0] tkeep,        
    output reg tready,     
    output reg SCLK_DAC,   
    output reg DIN_DAC,    
    output reg CS_DAC,     
    output reg LDAC,       
    input BUSY_DAC        
);
    reg [4:0] bit_cnt;
    reg [23:0] data_buf;
    reg [2:0] state;
    reg [15:0] count;
    localparam IDLE   = 3'd0,
               LOAD   = 3'd1,
               TRANS  = 3'd2,
               DONE   = 3'd3;
    localparam control = 4'b0001;
    initial begin
        state = IDLE;
        SCLK_DAC = 0;
        DIN_DAC = 0;
        CS_DAC = 1;
        LDAC = 1;
        tready = 0;
        count = 0;
    end
    always @(posedge clk) begin
        if (!resetn) begin
            SCLK_DAC <= 0;
        end else begin
            count <= count + 1;
            if (count == 10) begin
                count <= 0;
                SCLK_DAC <= ~SCLK_DAC;
            end
        end
    end
    always @(posedge SCLK_DAC) begin
        if (!resetn) begin
            state <= IDLE;
            CS_DAC <= 1;
            bit_cnt <= 0;
            DIN_DAC <= 0;
            LDAC <= 1;
            tready <= 0;
        end else begin
            case (state)
                IDLE: begin
                    tready <= 1;
                    if (tvalid) begin
                        tready <= 0;
                        state <= LOAD;
                        LDAC <= 1;  
                    end
                end
                LOAD: begin
                    data_buf[23:20] <= control;
                    data_buf[19:4] <= tdata;
                    data_buf[3:0] <= 4'b0101;  
                    bit_cnt <= 23;
                    state <= TRANS;
                end
                TRANS: begin
                    CS_DAC <= 0;
                    DIN_DAC <= data_buf[bit_cnt];
                    bit_cnt <= bit_cnt - 1;
                    if (bit_cnt == 0) begin
                        state <= DONE;
                    end
                end
                DONE: begin
                    CS_DAC <= 1;
                    LDAC <= 0;  
                    state <= IDLE;
                end
                default: state <= IDLE;
            endcase
        end
    end
endmodule
```

## flow/run.sh

```bash
#!/bin/bash
# OpenROAD 26Q1-2900-gdf79404cd8, Yosys 0.63+post, stock flow scripts
make -C /OpenROAD-flow-scripts/flow DESIGN_CONFIG=/design/flow/config.mk WORK_HOME=/design/flow/orfs finish
```

## flow/config.mk

```make
export PLATFORM = sky130hd
export DESIGN_NAME = axis_max5316
export DESIGN_NICKNAME = axis_max5316
export VERILOG_FILES = /design/flow/design.v
export SDC_FILE = /design/flow/constraint.sdc
export NUM_CORES = 4
export LEC_CHECK = 1
export CORE_UTILIZATION = 30
```

## flow/constraint.sdc

```tcl
current_design axis_max5316

set clk_period 4.1
set clk_io_pct 0.2

create_clock -name clk0 -period $clk_period [get_ports {clk}]

set non_clock_inputs [all_inputs -no_clocks]
set_input_delay [expr $clk_period * $clk_io_pct] -clock clk0 $non_clock_inputs
set_output_delay [expr $clk_period * $clk_io_pct] -clock clk0 [all_outputs]
```

==> results_dict.tcl <==
# collected from the flow reports
set metrics [dict create \
    core_util_floorplan 0.312 \
    synth_cell_types 42 \
    finalCriticalPeriod_ns 2.16 \
    clk_latency_ns 0.24 \
    ys_seq_share 0.567 \
    topCellsByArea "edfxtp_1 (45%), dfxtp_1 (11%), ha_1 (5.9%)" \
    warnings 36 \
    coreArea_mm2 0.00679 \
    avgViaCountPerCell 4.50 \
    grt_pass1_wl_mm 5.53 \
    ant_nets 0 \
    antenna_cells 0 \
    min_path_cells 1 \
    cp.required_ns 3.28 \
    fin_area_mm2 0.00249 \
    critPathArrivalTime_ns 1.34 \
    hp-class "flop to flop" \
    yosysCellCount 178 \
    grt.overflow.total 0 \
    unclocked_regs 27 \
    rr_worst_depth 6 \
    root_buffer "clkbuf_8" \
    rsz0062_at_grt "no" \
    drt_wl_total_mm 3.20 \
    reg2reg_setup_slack_ns 2.29 \
    slew_headroom 0.556 \
    cts_hold_buffers 0 \
    io_buffers 23 \
    dp_hpwl_mm 2.26 \
    syn_inst 178 \
    r2r-end "count[12]" \
    peakVddDrop_mv 0.0879 \
    grt_pass1_vias 1273 \
    top_level_ports 28 \
    drt_iter0_drc 49 \
    untimed_endpoints 47 \
    clock_path_buffers 2 \
    numCtsBuffers 3 \
    layout-drive-gt1-share 0.0400 \
    ys.flop_type "edfxtp_1" \
    cp_slowest_cell "clkdlybuf4s50_1" \
    die_w_um 86.0 \
    place_area_mm2 0.00244 \
    synth_flops 44 \
    worstMarginPinSlew_ns 0.666 \
    synth_async_sr_flop_share 0 \
    grt_antenna_before_repair 0 \
    path_buffers 2 \
    vias 1332 \
    clk_pin_slew_ns 0.06 \
    hold_start "count[15]" \
    hold_viol 0 \
    die_y_um 86.0 \
    start_kind "flop" \
    syn-cell-area_mm2 0.00212 \
    gp_congestion 0.760 \
    endpoint_kind "primary output" \
    ctsResizeCount 0 \
    dieArea_mm2 0.00740 \
    netlist_top_cells_count "edfxtp_1 (32), nor2_1 (15), nand3_1 (14)" \
    path_max_fanout 29 \
    grt_use_total 0.0933 \
    path_class "flop to primary output" \
    crit_chain "buf_4 > clkdlybuf4s50_1" \
    post_cts_buffers 0 \
    drt-pass1-iter-count 4 \
    outcome "complete, no violations" \
    cts_tree "yes" \
    min_to "count[15]" \
    ys_chip_area_mm2 0.00212 \
    reg2reg_from "count[0]" \
    finalCritPeriodShare 0.526 \
    top_area_frac 0.454 \
    grt_start_max_net_pins 30 \
    crit_family "buffers and inverters" \
    yosys_warnings 1 \
    synth-edff-count 32 \
    finalPower_mw 0.391 \
    pwr_density_cell_mw_per_mm2 157 \
    tns_ns 0 \
    htreeDepth 1 \
    fmax_ghz 0.464 \
    row_count 30 \
    area_growth_pct 17.5 \
    drc 0 \
    maxCapViolCount 0 \
    syn-mean-instance-area_um2 11.9 \
    setup_viol 0 \
    wl_per_cell_um 10.8 \
    largest_area_cell "edfxtp_1" \
    most_common_cell "edfxtp_1" \
    critPathMaxStageDelay_ns 0.51 \
    finClkSkew_ns 0.00331 \
    leakagePower_nw 0.888 \
    slew_viol_final 0 \
]
## flip-flops by register name, summed over array words and instances (netlist names)
name      cells
SCLK_DAC      1
count        16
DIN_DAC       1
data_buf     16
CS_DAC        1
state         2
bit_cnt       5
tready        1
LDAC          1
## worst max-delay path by stage
stage,startpoint,to,slack (ns),cells past startpoint
CTS,SCLK_DAC,SCLK_DAC,1.92,2
global route,SCLK_DAC,SCLK_DAC,1.87,2
finish,SCLK_DAC,SCLK_DAC,1.94,2
## per-stage QoR
stage / std cells / utilization / hold slack (ns) / setup slack, ns
finish: 296 / 0.366 / 0.609 / 1.94
CTS: 296 / 0.366 / 0.614 / 1.92
detailed placement: 292 / 0.360 / 0.597 / 2.18
global route: 296 / 0.366 / 0.632 / 1.87
global placement: 292 / 0.360 / 0.589 / 2.17
floorplan: 178 / - / 0.565 / 2.48
## kinds of logic after synthesis
| family | count (synthesis) | share of synthesized area |
|---|---|---|
| compound gates | 20 | 0.0721 |
| buf+inv | 16 | 0.0348 |
| simple gates | 63 | 0.157 |
| flops | 44 | 0.567 |
| fa+ha+maj | 10 | 0.0591 |
| xor+xnor | 14 | 0.0579 |
| mux | 11 | 0.0526 |
## layer usage
metal,vias up,GRT usage,routed length [µm]
met5,-,0,0
met3,2,0.0107,90
met2,25,0.165,1490
met4,0,0.00758,14
met1,618,0.132,1610
li1,687,-,-
## cell type report
type | count | area, µm²
Clock buffer | 4 | 45.0
Timing Repair Buffer | 25 | 245
Sequential cell | 44 | 1200
Multi-Input combinational cell | 118 | 843
Inverter | 9 | 33.8
Fill cell | 655 | 4310
Tap cell | 96 | 120
## placed cells by master (no fill, tap or decap), types with 2 or more instances in the layout
| cell | n |
|---|---|
| a21oi_1 | 2 |
| and3_1 | 3 |
| o21ai_1 | 2 |
| o211a_1 | 2 |
| a22oi_1 | 2 |
| buf_4 | 2 |
| and4_1 | 3 |
| mux2i_1 | 10 |
| nor2b_1 | 3 |
| xor2_1 | 4 |
| ha_1 | 10 |
| inv_1 | 8 |
| clkbuf_8 | 3 |
| nand4_1 | 4 |
| dfxtp_1 | 12 |
| clkdlybuf4s50_1 | 23 |
| o21ai_0 | 2 |
| nand3_1 | 14 |
| nor3_1 | 3 |
| nor4_1 | 2 |
| and2_1 | 2 |
| nand2_1 | 9 |
| a31oi_1 | 2 |
| xnor2_1 | 10 |
| edfxtp_1 | 32 |
| nor2_1 | 15 |
## report_power, final
group	switching [mW]	leakage [nW]	internal, mW
clock	0.0512	0.0228	0.0687
sequential	0.0133	0.400	0.209
combinational	0.0182	0.466	0.0297
No activity file was given, so power comes from the tool's default toggle rates.
